**design.v**
```verilog
`timescale 1ns / 1ps
module DMEM ( state, Read_Data, Write_Data, Address, MemRead, MemWrite, Clear, Clk );
	input[2:0] state;
	output[7:0]	Read_Data;
	input[7:0]	Write_Data;
	input[7:0]	Address;
	input			MemRead, MemWrite, Clear, Clk;
	reg[7:0] 	MemByte[31:0];
	always @ ( posedge Clk or posedge Clear )
	begin
		if ( Clear )
		begin
			MemByte[0] <= 8'h00;
			MemByte[1] <= 8'h01;
			MemByte[2] <= 8'h02;
			MemByte[3] <= 8'h03;
			MemByte[4] <= 8'h04;
			MemByte[5] <= 8'h05;
			MemByte[6] <= 8'h06;
			MemByte[7] <= 8'h07;
			MemByte[8] <= 8'h08;
			MemByte[9] <= 8'h09;
			MemByte[10] <= 8'h0a;
			MemByte[11] <= 8'h0b;
			MemByte[12] <= 8'h0c;
			MemByte[13] <= 8'h0d;
			MemByte[14] <= 8'h0e;
			MemByte[15] <= 8'h0f;
			MemByte[16] <= 8'h00;
			MemByte[17] <= 8'hff;
			MemByte[18] <= 8'hfe;
			MemByte[19] <= 8'hfd;
			MemByte[20] <= 8'hfc;
			MemByte[21] <= 8'hfb;
			MemByte[22] <= 8'hfa;
			MemByte[23] <= 8'hf9;
			MemByte[24] <= 8'hf8;
			MemByte[25] <= 8'hf7;
			MemByte[26] <= 8'hf6;
			MemByte[27] <= 8'hf5;
			MemByte[28] <= 8'hf4;
			MemByte[29] <= 8'hf3;
			MemByte[30] <= 8'hf2;
			MemByte[31] <= 8'hf1;
		end
		else if ( state == 3'd3 && MemWrite )
		begin
			MemByte[Address] <= Write_Data;
		end
	end
	assign Read_Data = ( MemRead ) ? MemByte[Address] : 0;
endmodule
`timescale 1ns / 1ps
module MIPS ( Clk_O, Reset, Instruction, PC, LED, LEDten, LEDPC, LEDPCten, LEDSC, LEDwrr, LEDs);
	input 		Clk_O, Reset;
	input [7:0]	Instruction;
	output[7:0] PC;
	output[6:0]	LED, LEDten, LEDPC, LEDPCten, LEDSC, LEDwrr;
	output[3:0] LEDs;
	wire			Clk;
	wire[7:0] 	PC, Next_PC;
	wire[7:0] 	Instruction;
	wire[7:0]	Sign_Extended_Instruction;
	wire[7:0]	Read_Data1, Read_Data2, Reg_Write_Data;
	wire[1:0]	Write_Register;
	wire 			RegWrite, MemtoReg, Branch, MemRead, MemWrite, RegDst, ALUSrc;
	wire			ALUOp;
	wire[7:0]	ALU_SrcB, ALU_Result;
	wire[7:0]	Jump_Address;
	wire[7:0]	Read_Data;
	reg[2:0] current_state;
	reg[2:0] next_state;
	parameter State_None = 3'd0;
	parameter State_Register_Read = 3'd1;
	parameter State_ALU = 3'd2;
	parameter State_Memory = 3'd3;
	parameter State_Register_Write = 3'd4;
	parameter State_Error = 3'd5;
	always @(*) begin
		case ({current_state, Clk})
			{State_None, 1'b0}: next_state = State_Register_Read;
			{State_None, 1'b1}: next_state = State_None;
			{State_Register_Read, 1'b0}: next_state = State_ALU;
			{State_Register_Read, 1'b1}: next_state = State_None;
			{State_ALU, 1'b0}: next_state = State_Memory;
			{State_ALU, 1'b1}: next_state = State_None;
			{State_Memory, 1'b0}: next_state = State_Register_Write;
			{State_Memory, 1'b1}: next_state = State_None;
			{State_Register_Write, 1'b0}: next_state = State_Register_Write;
			{State_Register_Write, 1'b1}: next_state = State_None;
			default: next_state = State_Error;
		endcase
	end
	always @(negedge Clk_O or posedge Reset) begin
		if (Reset) current_state = State_None;
		else current_state = next_state;
	end
	initial begin
		current_state = State_None;
	end
	clkdiv Frequency_Demultiplier(.Clk_O(Clk_O), .Clear(Reset), .Clk(Clk));
	mux MUX1(.Control(Branch), .in0(PC + 1'b1), .in1(Jump_Address), .out(Next_PC), .Clear(Reset));
	programcounter Program_Counter(.PC(PC), .Next_PC(Next_PC), .Clear(Reset), .Clk(Clk));
	signext Sign_Extension(.in(Instruction[1:0]), .out(Sign_Extended_Instruction), .Clear(Reset));
	dest Destination(.RegDst(RegDst), .Instruction30(Instruction[3:0]), .Write_Register(Write_Register), .Clear(Reset));
	mux MUX2(.Control(MemtoReg), .in0(ALU_Result), .in1(Read_Data), .out(Reg_Write_Data), .Clear(Reset));
	register Register(.state(current_state), .RegWrite(RegWrite), .Instruction52(Instruction[5:2]), .Read_Data1(Read_Data1), .Read_Data2(Read_Data2), .Reg_Write_Data(Reg_Write_Data), .Write_Register(Write_Register), .Clear(Reset), .Clk(Clk_O));
	control Control(.in(Instruction[7:6]), .RegDst(RegDst), .RegWrite(RegWrite), .ALUSrc(ALUSrc), .Branch(Branch), .MemRead(MemRead), .MemWrite(MemWrite), .MemtoReg(MemtoReg), .ALUOp(ALUOp), .Clear(Reset));
	jump Calc_Jump(.PC_Added(PC + 1'b1), .Sign_Extended_Instruction(Sign_Extended_Instruction), .Jump_Address(Jump_Address), .Clear(Reset));
	mux MUX3(.Control(ALUSrc), .in0(Read_Data2), .in1(Sign_Extended_Instruction), .out(ALU_SrcB), .Clear(Reset));
	alu ALU(.state(current_state), .ALUOp(ALUOp), .Data1(Read_Data1), .Data2(ALU_SrcB), .ALU_Result(ALU_Result), .Clear(Reset));
	DMEM Data_Memory (.state(current_state), .Read_Data(Read_Data), .Write_Data(Read_Data2), .Address(ALU_Result), .MemRead(MemRead), .MemWrite(MemWrite), .Clear(Reset), .Clk(Clk_O) );
	decoder7seg LEDoneDecode ( .Binary(Reg_Write_Data[3:0]), .LED(LED) );
	decoder7seg LEDtenDecode ( .Binary(Reg_Write_Data[7:4]), .LED(LEDten) );
	decoder7seg LEDPConeDecode(.Binary(PC[3:0]), .LED(LEDPC));
	decoder7seg LEDPCtenDecode(.Binary(PC[7:4]), .LED(LEDPCten));
	assign LEDSC = 7'b1101101;
	decoder7seg LEDWriteRegister(.Binary({2'b00,Write_Register}), .LED(LEDwrr));
	assign LEDs[0] = ~Instruction[7] & ~Instruction[6];
	assign LEDs[1] = ~Instruction[7] & Instruction[6];
	assign LEDs[2] = Instruction[7] & ~Instruction[6];
	assign LEDs[3] = Instruction[7] & Instruction[6];
endmodule
`timescale 1ns / 1ps
module alu(
    input [2:0] state,
    input ALUOp,
    input [7:0] Data1,
    input [7:0] Data2,
    output reg [7:0] ALU_Result,
    input Clear
    );
	always @(*) begin
		if (Clear) ALU_Result <= 0;
		else if (state == 3'd2) begin
			if (!ALUOp) ALU_Result <= 0;
			else ALU_Result <= Data1 + Data2;
		end
	end
	initial begin
		ALU_Result = 0;
	end
endmodule
`timescale 1ns / 1ps
module clkdiv(
    input Clk_O,
    input Clear,
    output reg Clk
    );
	reg [24:0] cnt;
	always @(negedge Clk_O or posedge Clear) begin
		if (Clear) begin
			cnt <= 0;
			Clk <= 0;
		end
		else if (cnt >= 25'd99) begin
			cnt <= 0;
			Clk <= ~Clk;
		end
		else begin
			cnt <= cnt + 1;
		end
	end
	initial begin
		cnt = 0;
		Clk = 0;
	end
endmodule
`timescale 1ns / 1ps
module control(
    input [1:0] in,
    output reg RegDst,
    output reg RegWrite,
    output reg ALUSrc,
    output reg Branch,
    output reg MemRead,
    output reg MemWrite,
    output reg MemtoReg,
    output reg ALUOp,
    input Clear
    );
	always @(*) begin
		if (Clear) begin RegDst <= 0; RegWrite <= 0; ALUSrc <= 0; Branch <= 0; MemRead <= 0; MemWrite <= 0; MemtoReg <= 0; ALUOp <= 0; end
		else begin
			case (in)
				2'b00: begin RegDst <= 1; RegWrite <= 1; ALUSrc <= 0; Branch <= 0; MemRead <= 0; MemWrite <= 0; MemtoReg <= 0; ALUOp <= 1; end
				2'b01: begin RegDst <= 0; RegWrite <= 1; ALUSrc <= 1; Branch <= 0; MemRead <= 1; MemWrite <= 0; MemtoReg <= 1; ALUOp <= 1 ; end
				2'b10: begin RegDst <= 1'bx; RegWrite <= 0; ALUSrc <= 1; Branch <= 0; MemRead <= 0; MemWrite <= 1; MemtoReg <= 1'bx; ALUOp <= 1 ; end
				2'b11: begin RegDst <= 1'bx; RegWrite <= 0; ALUSrc <= 0; Branch <= 1; MemRead <= 0; MemWrite <= 0; MemtoReg <= 1'bx; ALUOp <= 0; end
				default: begin RegDst <= 0; RegWrite <= 0; ALUSrc <= 0; Branch <= 0; MemRead <= 0; MemWrite <= 0; MemtoReg <= 0; ALUOp <= 0; end
			endcase
		end
	end
	initial begin
		RegDst = 0; RegWrite = 0; ALUSrc = 0; Branch = 0; MemRead = 0; MemWrite = 0; MemtoReg = 0; ALUOp = 0;
	end
endmodule
module decoder7seg(Binary, LED);
   input [3:0] Binary;
   output [6:0] LED;
	reg [6:0] LED_L;
	always @(Binary) begin
		case (Binary)
			 8'b0000 : LED_L <= 7'b1000000;    
			 8'b0001 : LED_L <= 7'b1111001;    
			 8'b0010 : LED_L <= 7'b0100100;    
			 8'b0011 : LED_L <= 7'b0110000;    
			 8'b0100 : LED_L <= 7'b0011001;    
			 8'b0101 : LED_L <= 7'b0010010;    
			 8'b0110 : LED_L <= 7'b0000010;    
			 8'b0111 : LED_L <= 7'b1111000;    
			 8'b1000 : LED_L <= 7'b0000000;    
			 8'b1001 : LED_L <= 7'b0010000;    
			 8'b1010 : LED_L <= 7'b0001000;    
			 8'b1011 : LED_L <= 7'b0000011;    
			 8'b1100 : LED_L <= 7'b1000110;    
			 8'b1101 : LED_L <= 7'b0100001;    
			 8'b1110 : LED_L <= 7'b0000110;    
			 8'b1111 : LED_L <= 7'b0001110;    
			 default : 		LED_L <= 7'b1000000;    
		 endcase
	end
	assign LED = ~LED_L;
endmodule
`timescale 1ns / 1ps
module dest(
    input RegDst,
    input [3:0] Instruction30,
    output reg [1:0] Write_Register,
    input Clear
    );
	always @(*) begin
		if (Clear) Write_Register <= 0;
		else begin
			if (RegDst) Write_Register <= Instruction30[1:0];
			else Write_Register <= Instruction30[3:2];
		end
	end
	initial begin
		Write_Register = 0;
	end
endmodule
`timescale 1ns / 1ps
module jump(
    input [7:0] PC_Added,
    input [7:0] Sign_Extended_Instruction,
    output reg [7:0] Jump_Address,
    input Clear
    );
	always @(*) begin
		if (Clear) Jump_Address <= 0;
		else Jump_Address <= PC_Added + Sign_Extended_Instruction;
	end
	initial begin
		Jump_Address = 0;
	end
endmodule
`timescale 1ns / 1ps
module mux(
    input Control,
    input [7:0] in0,
    input [7:0] in1,
    output reg [7:0] out,
    input Clear
    );
	always @(*) begin
		if (Clear) out <= 0;
		else begin
			if (Control) out <= in1;
			else out <= in0;
		end
	end
	initial begin
		out = 0;
	end
endmodule
`timescale 1ns / 1ps
module programcounter(
    output reg [7:0] PC,
    input [7:0] Next_PC,
    input Clear,
    input Clk
    );
	always @(negedge Clk or posedge Clear) begin
		if (Clear) PC <= 0;
		else PC <= Next_PC;
	end
	initial begin
		PC = 0;
	end
endmodule
`timescale 1ns / 1ps
module register(
    input [2:0] state,
    input RegWrite,
    input [3:0] Instruction52,
    output reg [7:0] Read_Data1,
    output reg [7:0] Read_Data2,
    input [7:0] Reg_Write_Data,
    input [1:0] Write_Register,
    input Clear,
    input Clk
    );
	reg[7:0] s0;
	reg[7:0] s1;
	reg[7:0] s2;
	reg[7:0] s3;
	always @(posedge Clk or posedge Clear) begin
		if (Clear) begin
			s0 <= 0;
			s1 <= 0;
			s2 <= 0;
			s3 <= 0;
			Read_Data1 <= 0;
			Read_Data2 <= 0;
		end
		else begin
			if (state == 3'd1) begin
				case (Instruction52[3:2])
					2'b00: Read_Data1 <= s0;
					2'b01: Read_Data1 <= s1;
					2'b10: Read_Data1 <= s2;
					2'b11: Read_Data1 <= s3;
					default: Read_Data1 <= 0;
				endcase
				case (Instruction52[1:0])
					2'b00: Read_Data2 <= s0;
					2'b01: Read_Data2 <= s1;
					2'b10: Read_Data2 <= s2;
					2'b11: Read_Data2 <= s3;
					default: Read_Data2 <= 0;
				endcase
			end
			else if (state == 3'd4) begin
				if (RegWrite) begin
					case (Write_Register)
						2'b00: s0 <= Reg_Write_Data;
						2'b01: s1 <= Reg_Write_Data;
						2'b10: s2 <= Reg_Write_Data;
						2'b11: s3 <= Reg_Write_Data;
					endcase
				end
			end
		end
	end
	initial begin
		s0 = 0;
		s1 = 0;
		s2 = 0;
		s3 = 0;
		Read_Data1 = 0;
		Read_Data2 = 0;
	end
endmodule
`timescale 1ns / 1ps
module signext(
    input [1:0] in,
    output reg [7:0] out,
    input Clear
    );
	always @(*) begin
		if (Clear) out <= 0;
		else out <= {{6{in[1]}}, in};
	end
	initial begin
		out = 0;
	end
endmodule
```
**run.sh**
```bash
#!/bin/bash
# OpenROAD 26Q1-2900-gdf79404cd8, Yosys 0.63+post, stock flow scripts
make -C /OpenROAD-flow-scripts/flow DESIGN_CONFIG=/design/flow/config.mk WORK_HOME=/design/flow/orfs finish
```
**config.mk**
```make
export PLATFORM = sky130hd
export DESIGN_NAME = MIPS
export DESIGN_NICKNAME = MIPS
export VERILOG_FILES = /design/flow/design.v
export SDC_FILE = /design/flow/constraint.sdc
export NUM_CORES = 4
export LEC_CHECK = 1
export CORE_UTILIZATION = 30
```
**constraint.sdc**
```tcl
current_design MIPS

set clk_period 6.4
set clk_io_pct 0.2

create_clock -name clk0 -period $clk_period [get_ports {Clk_O}]

set non_clock_inputs [all_inputs -no_clocks]
set_input_delay [expr $clk_period * $clk_io_pct] -clock clk0 $non_clock_inputs
set_output_delay [expr $clk_period * $clk_io_pct] -clock clk0 [all_outputs]
```
==> flow_metrics.env <==
# implementation run metrics
export IMPL_status="complete, no violations"
export IMPL_synth_warnings=13
export IMPL_lay_top_cells="mux2_2, dfrtp_1, dfstp_2, nor2_1, nand2_1"
export IMPL_cp_num_buf_inv=4
export IMPL_hpwl_um=32680
export IMPL_critical_path_slowest_cell="nor2_1"
export IMPL_setup_violations_final=0
export IMPL_h_tree_depth=2
export IMPL_grt_util_all_layers_pct=17.14
export IMPL_detail_route_iter0_violations=642
export IMPL_yosys_area_mm2=0.01724
export IMPL_worstPathArrival_ns=4.66
export IMPL_via_count_of_the_first_global_routing_pass=12160
export IMPL_synth_ff_latch_count=349
export IMPL_slew_violations=0
export IMPL_synth_area_mm2=0.01724
export IMPL_static_leakage_power_nw=9.178
export IMPL_yosysTopAreaCell="dfrtp_1"
export IMPL_postCtsSetupRepairBufs=0
export IMPL_ys_dominant_reg_cell="dfrtp_1"
export IMPL_drt_pass1_iter_count=5
export IMPL_place_gp_congestion=0.9102
export IMPL_drc_errors=0
export IMPL_n_antenna_cell=0
export IMPL_cts_max_path_buffers=3
export IMPL_clock_tree_from_tritoncts="done"
export IMPL_cts_reportedPaths_clkPinSlew_ns=0.04
export IMPL_drv_cap=0
export IMPL_num_io_pins=64
export IMPL_unclocked_pins=16
export IMPL_final_period_utilization_pct=92.88
export IMPL_r2r_start="current_state[0]"
export IMPL_rsz_0062_raised_after_global_routing="no"
export IMPL_synthDominantCellAreaShare_pct=26.13
export IMPL_ys_cells=1431
export IMPL_die_width_um=241.7
export IMPL_post_cts_resized=0
export IMPL_dp_worst_setup_slack_ns=0.5560
export IMPL_worst_hold_path_endpoint="Frequency_Demultiplier.cnt[0]"
export IMPL_critPathTopFamily="buffers and inverters"
export IMPL_timing_worst_setup_path_type="input port to output pin"
export IMPL_power_density_mw_per_mm2=223.8
export IMPL_placement_rows=87
export IMPL_crit_required_ns=5.12
export IMPL_layout_min_cycle_time_ns=5.945
export IMPL_fp_coreArea_mm2=0.05660
export IMPL_grt_overflow_total=0
export IMPL_hold_slack_ns=0.4243
export IMPL_die_area_mm2=0.05843
export IMPL_global_route_wire_length_before_repair_um=74500
export IMPL_totalWireLength_um=48270
export IMPL_enable_flop_cells=0
export IMPL_netlist_top_cells_area="dfrtp_1, dfstp_2, mux2_2"
export IMPL_synth_lib_cells_used_distinct=68
export IMPL_worst_path_largest_cell_delay_ns=0.58
export IMPL_grt_start_max_net_pins=113
export IMPL_synthesis_area_per_instance_um2=12.05
export IMPL_power_total_mw=4.512
export IMPL_fill_cells=5489
export IMPL_io_buffers=55
export IMPL_worstReg2RegEnd="Register.s2[6]"
export IMPL_top_cell_excl_fill_tap="mux2_2"
export IMPL_y_dimension_of_the_die_um=241.7
export IMPL_path_depth=11
export IMPL_startpoint_type="input port"
export IMPL_timing_clock_skew_ns=0.02167
export IMPL_fmaxAchievable_mhz=168.2
export IMPL_setup_tns_final_ns=0
export IMPL_endpoint_kind="output pin"
export IMPL_number_of_unconstrained_endpoints=38
export IMPL_fin_ws_ns=0.4554
export IMPL_drive_above_1_share_pct=36.58
export IMPL_final_antenna_net_count=0
export IMPL_post_cts_hold_buffer_count=0
export IMPL_reg2reg_setup_slack_ns=0.99
export IMPL_min_delay_path_depth=1
export IMPL_synthesis_instances=1431
export IMPL_transition_at_the_pin_with_the_smallest_max_transition_slack_ns=1.140
export IMPL_critPathMaxFanout=10
export IMPL_antenna_violations_before_repair=0
export IMPL_hold_path_origin="Frequency_Demultiplier.cnt[0]"
export IMPL_synth_async_sr_flop_share_pct=97.71
export IMPL_area_growth_synth_to_final_pct=16.95
export IMPL_routed_via_count=11890
export IMPL_worst_r2r_path_depth=5
export IMPL_clock_insertion_delay_worst_skew_ns=0.54
export IMPL_peakVddDrop_uv=226.1
export IMPL_min_delay_path_class="register to register"
export IMPL_detail_route_wl_per_cell_um=21.13
export IMPL_cts_inserted_buffers=37
export IMPL_finalHoldViolCount=0
export IMPL_initCoreUtil_pct=30.46
export IMPL_warning_count=55
export IMPL_slew_headroom_pct=22.02
export IMPL_path_cells="clkdlybuf4s50_1, inv_1, ha_1, nor2_1, a22oi_2, o21ai_4, inv_1, ha_1, mux2_1, mux2i_1, clkdlybuf4s50_1"
export IMPL_cts_root_buffer="clkbuf_16"
export IMPL_vias_per_cell=5.205
[cell usage after synthesis, drive strengths merged, types with 4 or more instances]
cell and count:
nand2b 12, dfrtp 180, a221oi 5, dlxtn 8, a21oi 31, nand2 75, and3 70, or2 5
dfstp 124, buf 24, nor2 78, o21ai 35, a2111oi 21, a211oi 6, a22o 4, mux2 288
xor2 11, mux2i 13, clkbuf 65, inv 28, nor3 8, a32oi 6, dfrtn 37, nor3b 5
mux4 16, nand4 15, a31oi 5, nand3b 5, ha 49, a21o 6, a22oi 60, nor2b 11
nor4 9, nand3 57, xnor2 17
[state kept, by name, indices dropped and copies added (netlist names)]
name / flops
Program_Counter.PC: 8
Register.s3: 8
Register.s1: 8
ALU.ALU_Result: 8
Register.s0: 8
Frequency_Demultiplier.Clk: 1
Data_Memory.MemByte: 256
Frequency_Demultiplier.cnt: 25
Register.Read_Data2: 8
Register.Read_Data1: 8
Register.s2: 8
current_state: 3
[area by class of cell]
| class | count | area [µm²] | area share [%] |
|---|---|---|---|
| clock buffers | 53 | 1100 | 5.455 |
| clock inverters | 15 | 203.9 | 1.012 |
| flip-flops and latches | 349 | 8808 | 43.69 |
| well taps | 756 | 945.9 | 4.692 |
| inverters | 28 | 108.9 | 0.5399 |
| repair buffers | 94 | 868.3 | 4.307 |
| multi-input cells | 989 | 8127 | 40.31 |
[cell families after synthesis]
logic type | count (synthesis) | synth area share [%]
AOI/OAI and AO/OA | 204 | 8.360
xor gates and xnor gates | 28 | 1.422
adders and majority gates | 51 | 3.788
buffers and inverters | 117 | 2.925
DFF | 341 | 50.40
latches | 8 | 0.6967
muxes | 317 | 21.66
other | 2 | 0.04356
and+or+nand+nor | 363 | 10.71
[where the power goes]
part / internal [mW] / total (mW) / leakage, nW / switching, mW
clock network: 1.40 / 2.25 / 0.649 / 0.854
registers: 2.12 / 2.12 / 4.33 / 0.00356
logic: 0.0426 / 0.135 / 4.20 / 0.0919
total: 3.56 / 4.51 / 9.18 / 0.949
[worst register-to-register path, cell delays in order, from the launching register on]
cell and delay (ns):
dfrtn_1 0.41, nor2_1 0.12, nand2_1 0.06, nor3_1 0.40, nand3_1 0.62, mux2_2 0.49
[how the worst max path moves through the flow]
stage	to	slack, ns	startpoint
4_1_cts	LED[3]	0.52	Instruction[7]
5_1_grt	LED[3]	0.33	Instruction[7]
6_report	LED[3]	0.46	Instruction[7]
[per-layer routing]
metal,GRT usage [%],routed length [µm],vias to the layer above
met5,0.08170,0,-
met4,6.124,2018,0
met3,5.486,3865,101
met2,25.90,21810,366
met1,23.66,20570,6072
li1,-,-,5350
[through the flow]
step	cells	area, µm²	util (%)
global route	2284	20160	35.62
CTS	2284	20160	35.62
floorplan	1455	17460	-
detailed placement	2216	18860	33.32
finish	2284	20160	35.62
global placement	2216	18860	33.32
Power figures rest on the tool's default switching activity, not on a simulated workload.
