==> constraint.sdc <==
current_design nextpc

set clk_period 2.2
set clk_io_pct 0.2

create_clock -name clk0 -period $clk_period

set non_clock_inputs [all_inputs -no_clocks]
set_input_delay [expr $clk_period * $clk_io_pct] -clock clk0 $non_clock_inputs
set_output_delay [expr $clk_period * $clk_io_pct] -clock clk0 [all_outputs]
==> config.mk <==
export PLATFORM = sky130hd
export DESIGN_NAME = nextpc
export DESIGN_NICKNAME = nextpc
export VERILOG_FILES = /design/flow/design.v
export SDC_FILE = /design/flow/constraint.sdc
export NUM_CORES = 4
export LEC_CHECK = 1
export CORE_AREA = 10 10 70 70
export DIE_AREA = 0 0 80 80
==> design.v <==
`timescale 1ns / 1ps
module nextpc(
    input [7:0] PC,
    output reg [7:0] Next_PC,
    input Clear,
    input Clk
    );
	always @(*) begin
		if (Clear) Next_PC <= 0;
		else Next_PC <= PC + 1;
	end
	initial begin
		Next_PC = 0;
	end
endmodule
==> run.sh <==
#!/bin/bash
# OpenROAD 26Q1-2900-gdf79404cd8, Yosys 0.63+post, stock flow scripts
make -C /OpenROAD-flow-scripts/flow DESIGN_CONFIG=/design/flow/config.mk WORK_HOME=/design/flow/orfs finish
==> run summary <==
Crit path time final: 2120 ps
AND/OR/NAND/NOR Cells, Area Fraction: 0.500
Drt wl/cell: 8.37 um
Design area: 418 sq um
# IOs: 18
Most used logic cell in the final layout: dlygate4sd2_1
Synthesis-to-finish area growth: 174%
PD cells: 136 nW/um^2
Dpl hpwl: 692 um
Placer congestion estimate: 0.723
Crit path max fanout: 3
Clkbuf count: 0
Tool warning count: 33
Syn. warnings: 1
Cts hold-fix bufs: 0
Fin. max-slew vios: 0
Post-Synth AOI/OAI Area: 0.197
Ant diodes: 0
Row count: 21
Slowest-stage cell, CP: clkdlybuf4s50_1
Die Wd: 80 um
Critical setup path kind: in -> out
Outcome: finished, final reports clean
Post-CTS setup buffers: 0
Worst Path Required: 1760 ps
Mapped Cells: 26
First-pass GRT wire length: 1270 um
Flop count: 0
Yosys adder share: 0.0820
Mapped Area: 153 sq um
DRC: 0
Peak VDD IR: 0.0169 mV
Reg area: 0 sq um
Mux share: 0
Fraction of layout cells with a size suffix above 1: 0.167
# fillers: 408
Core utilization at floorplan: 0.0447
RSZ-0062 raised after global routing: false
TritonRoute pass-1 iters: 2
Fmax: 471 MHz
Tot Pwr: 56.9 uW
Routed Antenna Nets: 0
Via/cell ratio: 2.67
Syn avg cell area: 5.87 sq um
Cycle use final: 0.964
Crit path largest cell delay: 490 ps
Worst Hold Class: in -> out
Worst rel slew slack: 0.810
Most frequent cells in the layout: dlygate4sd2_1 (9), clkdlybuf4s50_1 (6), buf_4 (6)
Ys cells: 26
Largest net degree at the start of global routing: 9
Worst Max-Slew Pin Slew: 285 ps
Vias in the first global route: 274
Register area share after synthesis: 0
GR Util All Layers: 0.0238
Startpoint class of the critical path: primary input
Core area: 3420 sq um
Final setup fails: 0
Port Buffers: 17
Die area: 6400 sq um
Arr. time, crit path: 1680 ps
Critical path cell sequence: clkdlybuf4s50_1 > nand3_1 > or3_1 > a21oi_1 > dlygate4sd2_1
DRT Wirelength: 787 um
LEAKAGE: 0.000187 uW
Grt ovf: 0
Logic family by area: simple AND/OR/NAND/NOR gates
Sum Neg Setup Slack: 0 ps
CP endpoint: Next_PC[7]
Post-Synth XOR/XNOR Area: 0.172
CP startpoint: PC[6]
Critical Path End Type: output pin
DP Area: 422 sq um
Vias: 251
Initial drt markers: 9
Synthesis area per yosys: 153 sq um
Max cap viols: 0
Netlist cell types: 13
Final Hold Fails: 0
Die H: 80 um
Initial antenna violation count: 0
-- final cells by class --
| class | instances | area [sq um] | area share |
|---|---|---|---|
| timing repair buffer | 23 | 209 | 0.500 |
| multi-input combinational | 24 | 148 | 0.353 |
| inverter | 1 | 3.75 | 0.00898 |
| tap | 46 | 57.6 | 0.138 |
-- worst max-delay path: cells and delay by family --
kind | cells | cell delay [ps]
and+or+nand+nor | 2 | 410
AOI/OAI and AO/OA | 1 | 120
buffers and inverters | 2 | 710
-- per-layer routing --
| layer | wire [um] | global-route usage | up-vias |
|---|---|---|---|
| met5 | 0 | 0 | - |
| met4 | 0 | 0 | 0 |
| met3 | 64 | 0.00568 | 0 |
| met2 | 371 | 0.0441 | 9 |
| met1 | 351 | 0.0283 | 106 |
| li1 | - | - | 136 |
-- metrics by stage --
step / cells / worst slack, ps / hold WS (ps) / util
after floorplan: 26 / 646 / 890 / -
after global placement: 94 / -407 / 1830 / 0.123
after detailed placement: 94 / -398 / 1830 / 0.123
after CTS: 94 / 26.3 / 1540 / 0.121
after global routing: 94 / 16.5 / 1570 / 0.122
final: 94 / 78.3 / 1490 / 0.122
-- worst min-delay path by stage --
stage	startpoint	to	cells past startpoint
after CTS	PC[5]	Next_PC[5]	4
after global routing	PC[4]	Next_PC[4]	5
final	PC[4]	Next_PC[4]	5
-- repair_timing --
item | CTS | global route
pin swaps | 3 | 1
gates resized | 10 | 2
endpoints found under the setup margin | 7 | 2
-- power by group --
part	leakage (uW)	internal (uW)	total (uW)	switching, uW
clock	0	0	0	0
sequential	0	0	0	0
combinational	0.000187	36.6	56.9	20.3
-- Yosys cell counts --
master / instances / area, sq um
inv_1: 1 / 3.75
xnor2_1: 1 / 8.76
ha_1: 1 / 12.5
nand4_2: 1 / 12.5
xor2_1: 2 / 17.5
clkbuf_1: 1 / 3.75
o21ai_0: 3 / 15.0
or3_1: 3 / 18.8
nand2_1: 1 / 3.75
nor2b_1: 1 / 6.26
nor2_1: 4 / 15.0
a21oi_1: 3 / 15.0
nand3_1: 4 / 20.0
-- kinds of logic after synthesis --
family | count (synthesis)
adders and majority gates | 1
buffers and inverters | 2
xor gates and xnor gates | 3
and+or+nand+nor | 14
AOI/OAI and AO/OA | 6
Power is estimated from default activity; no workload was simulated.
